**./design.v**
```verilog
`timescale 1ns / 1ps
module vga_controller_640_60 (rst,pixel_clk,HS,VS,hcounter,vcounter,blank);
	input rst, pixel_clk;	 
	output reg HS, VS, blank;	 
	output reg [10:0] hcounter, vcounter;	 
	parameter HMAX = 800; 	 
	parameter VMAX = 525; 	 
	parameter HLINES = 640;	 
	parameter HFP = 648; 	 
	parameter HSP = 744; 	 
	parameter VLINES = 480;	 
	parameter VFP = 482; 	 
	parameter VSP = 484; 	 
	parameter SPP = 0;		 
	wire video_enable;	 
	always@(posedge pixel_clk)begin
		blank <= ~video_enable; 
	end
	always@(posedge pixel_clk)begin
		if(rst == 1) hcounter <= 0;
		else if (hcounter == HMAX) hcounter <= 0;
		else hcounter <= hcounter + 1'b1;
	end
	always@(posedge pixel_clk)begin
		if(rst == 1) vcounter <=0;
		else if(hcounter == HMAX) begin
			if(vcounter == VMAX) vcounter <= 0;
			else vcounter <= vcounter + 1'b1; 
		end
	end
	always@(posedge pixel_clk)begin
		if(hcounter >= HFP && hcounter < HSP) HS <= SPP;
		else HS <= ~SPP; 
	end
	always@(posedge pixel_clk)begin
		if(vcounter >= VFP && vcounter < VSP) VS <= SPP;
		else VS <= ~SPP; 
	end
	assign video_enable = (hcounter < HLINES && vcounter < VLINES) ? 1'b1 : 1'b0;
endmodule
`timescale 1ns / 1ps
module vga_display(rst, clk, R, G, B, HS, VS, R_control, G_control, B_control);
    input rst;   
    input clk;   
    input [2:0] R_control, G_control;
    input [1:0] B_control; 
    output reg [2:0] R, G;
    output reg [1:0] B;
    output HS;
    output VS;
    wire [10:0] hcount, vcount;  
    wire blank;  
    wire figure;     
    parameter N = 2;     
    reg clk_25Mhz;
    reg [N-1:0] count;
    always @ (posedge clk) begin
        count <= count + 1'b1;
        clk_25Mhz <= count[N-1];
    end
    vga_controller_640_60 vc(
        .rst(rst), 
        .pixel_clk(clk_25Mhz), 
        .HS(HS), 
        .VS(VS), 
        .hcounter(hcount), 
        .vcounter(vcount), 
        .blank(blank));
    assign figure = ~blank & (hcount >= 300 & hcount <= 500 & vcount >= 167 & vcount <= 367);
    always @ (posedge clk) begin
        if (figure) begin    
            R = R_control;
            G = G_control;
            B = B_control;
        end
        else begin   
            R = 0;
            G = 0;
            B = 0;
        end
    end
endmodule
```
**./run.sh**
```bash
#!/bin/bash
# OpenROAD 26Q1-2900-gdf79404cd8, Yosys 0.63+post, stock flow scripts
make -C /OpenROAD-flow-scripts/flow DESIGN_CONFIG=/design/flow/config.mk WORK_HOME=/design/flow/orfs finish
```
**./config.mk**
```make
export PLATFORM = sky130hd
export DESIGN_NAME = vga_display
export DESIGN_NICKNAME = vga_display
export VERILOG_FILES = /design/flow/design.v
export SDC_FILE = /design/flow/constraint.sdc
export NUM_CORES = 4
export LEC_CHECK = 1
export CORE_AREA = 10 10 100 100
export DIE_AREA = 0 0 110 110
```
**./constraint.sdc**
```tcl
current_design vga_display

set clk_period 1.2
set clk_io_pct 0.2

create_clock -name clk0 -period $clk_period [get_ports {clk}]

set non_clock_inputs [all_inputs -no_clocks]
set_input_delay [expr $clk_period * $clk_io_pct] -clock clk0 $non_clock_inputs
set_output_delay [expr $clk_period * $clk_io_pct] -clock clk0 [all_outputs]
```
==> summary.txt <==
run results: run status finished clean, ao+oa area frac between 10% and 20%, chip footprint approximately 12000 um2, actual slew at the worst max-slew pin approximately 750 ps, Detailed Route Iter0 Violations approximately 62, cts bufs inserted 3, worst endpoint required time 960 ps, most crowded layer after global routing met2, Detailed Route WL ~3600 um, vertical die size 110 um, fill cell count between 800 and 900, arrival time at the worst endpoint 770 ps, die span in x roughly 110 um, Largest delay share family, worst path flip-flops, Synth Seq Share around two fifths, startpoint type of the worst setup path register, number of unconstrained endpoints 27, number of stages on the worst hold path 0, Skew-Pair Late Insertion Delay approximately 230 ps, type of destination of the critical path primary output, first-pass GRT wire length 6240 um, leakage power summed over all cells 0.657 nW, number of register pins that no clock reaches 25, worst r2r path cells 1, relative slew slack between 50% and 60%, Simple Share, Synth roughly a third, number of setup buffers added after CTS 0, PD cells approximately 380 nW/um2, longest individual stage delay on the worst path around 290 ps, number of antenna diodes 0, flip-flops with a built-in enable 0, placed instance count slightly above 300, worst min-delay path category register to register, buffer and inverter count on the worst path 1, total of buffers placed on input and output ports 19, count of TritonRoute iterations in the first routing pass 4, dominant cells by area after synthesis dfxtp_1 (41%), nor3b_1 (3.9%), nor2_1 (3.7%), o32ai_1 (3.5%), nand3_1 (3.4%), area of the synthesized netlist per yosys stat ~1700 um2, global route overflow 0, via/cell ratio approximately 4.4, number of global-route vias before repair ~1300, share of cell area taken by muxes after synthesis 0%, CTS tree yes, Period Utilization, post-route a little over four fifths, xor/xnor share around 5.0%, global routing usage on met3 less than 1%, total track usage slightly above 6%, worst setup skew after layout approximately 0.033 ps, endpoint of the worst register-to-register path count[1], RR Startpoint count[0], Syn. warnings 2, number of storage elements in the synthesis netlist 36, Row Count 32, share of cells above drive strength 1 under 10%, Non-Filler Instances between 300 and 400, internal reg-to-reg setup slack 630 ps, Area leader share just over 40%, cts hold-fix bufs 0, Post-Syn Area 1740 um2, residual DRC count 0, mean cell area of the mapped netlist 8.90 um2, largest fanout on the critical path 1, area grow syn2layout 15.9%, largest area contributor in the synthesized netlist dfxtp_1, number of slew-limit violations in the final report 0, maximum achievable frequency 991 MHz, starting density of the core between 20% and 30%, met1 usage in global routing about 8.7%, # IOs 20, largest combinational cell category by area simple AND/OR/NAND/NOR gates, area of the core 7810 um2, fraction of the mapped netlist area in adder cells approximately 2.9%, number of maximum-capacitance violations 0, Hold Crit Endpoint clk_25Mhz, number of library cell types mapped by synthesis between 40 and 50, Post-Syn Instances roughly 200, initial antenna violation count 0, global placement routability congestion 0.835, CTS Root Cell clkbuf_8, worst voltage drop across the vdd grid between 0.2 and 0.3 mV, Final Setup Violations 0, post-detailed-placement half-perimeter wirelength approximately 2700 um, cell at the slowest stage of the critical path dfxtp_1, fraction of synthesis flops using an asynchronous set or reset pin 0%, count of final hold-check violations 0, startpoint of the most critical hold path count[1], final antenna-violating net count 0, Most used DFF post-synth dfxtp_1, Final TNS setup 0 ps, unrepaired setup endpoints after global routing false, largest net degree at the start of global routing 26, clock input transition at the sequential cells of the worst setup and hold paths approximately 50 ps, total via count after detailed routing between 1000 and 1500, minimum clock period 1010 ps, number of levels the H-tree was split into 1, yosys stat cell total between 150 and 200, routing usage on met2 roughly a tenth, number of buffers on the longest clock path 2, total chip power 766 uW, critical path class register to primary output, stage-log warning count 27, critical path cell sequence dlygate4sd2_1, wire length per cell ~12 um
## logic make-up after synthesis
logic type,after synthesis
buffers and inverters,26
adders and majority gates,4
DFF,36
xor gates and xnor gates,10
AOI/OAI and AO/OA,28
and+or+nand+nor,92
## registers in the layout, indices dropped and copies added, names as in the netlist
register     cells
B                2
vc.VS            1
R                3
G                3
vc.hcounter     11
vc.blank         1
vc.vcounter     11
count            2
vc.HS            1
clk_25Mhz        1
## report_power, final
group	internal (mW)	leakage, nW	switching, mW
clock network	0.232	0.0228	0.119
registers	0.367	0.291	0
logic	0.0309	0.344	0.0179
total	0.629	0.657	0.137
## per-stage QoR
stage | setup slack, ps | area (um2) | hold WS, ps | utilization, %
after floorplan | 646 | 1740 | 349 | -
after global placement | 206 | 1990 | 354 | 25.4
after detailed placement | 190 | 1990 | 355 | 25.4
after CTS | 181 | 2020 | 363 | 25.9
after global routing | 173 | 2020 | 372 | 25.9
final | 191 | 2020 | 363 | 25.9
## worst max-delay path by stage
stage / from / end / cells past startpoint
final: R[2] / R[2] / 1
after CTS: G[2] / G[2] / 1
after global routing: R[2] / R[2] / 1
## cells in the final DEF (no fill, tap or decap), types with 2 or more instances in the layout
cell,count
or3_1,5
nand3b_1,4
nor4_1,4
o21ai_0,3
clkdlybuf4s50_1,11
ha_1,4
nor3_1,2
nand4_1,7
o211ai_1,2
nor3b_1,9
nand3_1,12
nor2_1,17
nand2_1,10
dlygate4sd2_1,8
inv_1,14
a21oi_1,11
xor2_1,6
a211oi_1,2
and4_1,4
nand2b_1,4
and3_1,2
xnor2_1,4
o32ai_1,7
dfxtp_1,36
clkbuf_8,3
## layer usage
layer | routed length, um | part of all wire, %
met5 | 0 | 0
met4 | 0 | 0
met3 | 42 | 1.2
met2 | 1760 | 49
met1 | 1810 | 50
## layout make-up
| type | instances | area, um2 | share of cell area [%] |
|---|---|---|---|
| Sequential cell | 36 | 721 | 35.6 |
| Multi-Input combinational cell | 134 | 896 | 44.3 |
| Timing Repair Buffer | 19 | 180 | 8.91 |
| Inverter | 14 | 52.6 | 2.60 |
| Tap cell | 102 | 128 | 6.31 |
| Clock buffer | 4 | 45.0 | 2.23 |
## cells in the mapped netlist (2+ instances only)
cell type	instances
buf_4	2
buf_6	2
a21oi_1	11
nand3b_1	4
o21ai_0	3
o32ai_1	7
nand4_1	7
nand3_1	12
o211ai_1	2
a211oi_1	2
dfxtp_1	36
clkbuf_1	2
nor2_1	17
xnor2_1	4
nand2b_1	4
xor2_1	6
nand2_1	10
or3_1	5
and3_1	2
and4_1	4
clkbuf_2	2
buf_2	4
nor4_1	4
ha_1	4
nor3b_1	9
inv_1	14
nor3_1	2
## repair_timing
item	in CTS	in global routing
endpoints found under the hold margin	0	0
endpoints found under the setup margin	8	0
resized	8	0
No activity file was given, so power comes from the tool's default toggle rates.
